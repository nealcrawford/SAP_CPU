==> design/flow/design.v <==
`timescale 1ns / 1ps
module ALU(CLK, SLOW_CLOCK_STRB, ARST_L, SELECT, EN, R0_INPUT, R1_INPUT, R2_INPUT, R3_INPUT, OUT, CONDITION_REG);
input [7:0] SELECT;
input CLK, SLOW_CLOCK_STRB, ARST_L;
input EN;
input [15:0] R0_INPUT;
input [15:0] R1_INPUT;
input [15:0] R2_INPUT;
input [15:0] R3_INPUT;
output reg [15:0] OUT;
wire [15:0] mul_out;
reg [15:0] in_a;
reg [15:0] in_b;
wire [3:0] reg_sel = SELECT[3:0];
Multiplier multiplier(.IN_A(in_a), .IN_B(in_b), .OUT(mul_out));
always @(*) begin
    case (reg_sel[3:2])
        2'b00:
            in_a = R0_INPUT;
        2'b01:
            in_a = R1_INPUT;
        2'b10:
            in_a = R2_INPUT;
        2'b11:
            in_a = R3_INPUT;
        default : in_a = 16'h0000;
    endcase
    case (reg_sel[1:0])
        2'b00:
            in_b = R0_INPUT;
        2'b01:
            in_b = R1_INPUT;
        2'b10:
            in_b = R2_INPUT;
        2'b11:
            in_b = R3_INPUT;
        default : in_b = 16'h0000;
    endcase
end
output reg [3:0] CONDITION_REG;  
always @(posedge CLK, negedge ARST_L)
begin
    if (ARST_L == 1'b0)
        CONDITION_REG <= 4'h0;
    else if (SLOW_CLOCK_STRB == 1) begin
        if (EN == 1'b1) begin
            if (OUT[15] == 1'b1)  
                CONDITION_REG[3] <= 1'b1;
            else
                CONDITION_REG[3] <= 1'b0;
            if (OUT == 16'h0000)  
                CONDITION_REG[2] <= 1'b1;
            else
                CONDITION_REG[2] <= 1'b0;
            if (SELECT[7:4] == 4'b0100 || SELECT[7:4] == 4'b0110 || SELECT[7:4] == 4'b1001) begin  
                if (OUT < in_a)
                    CONDITION_REG[1] <= 1'b1;
                else if (OUT < in_b)
                    CONDITION_REG[1] <= 1'b1;
                else
                    CONDITION_REG[1] <= 1'b0;
            end else
                CONDITION_REG[1] <= 1'b0;
            if (SELECT[7:4] == 4'b0100 || SELECT[7:4] == 4'b0110 || SELECT[7:4] == 4'b1001) begin  
                if (in_a[15] ^ in_b[15] != OUT[15])
                    CONDITION_REG[0] <= 1'b1;
                else
                    CONDITION_REG[0] <= 1'b0;
            end else
                CONDITION_REG[0] <= 1'b0;
        end
    end
end
always @(*) begin
    if (EN == 1'b1) begin
        case (SELECT[7:4])
            4'b0100: OUT = in_a + in_b;
            4'b0101: OUT = in_a - in_b;
            4'b0110: OUT = in_a << in_b;
            4'b0111: OUT = in_a >> in_b;
            4'b1000: OUT = in_a >>> in_b;
            4'b1001: OUT = mul_out;
            default: OUT = 16'h0000;
        endcase  
    end
    else
        OUT = 16'h0000;
end
endmodule
`timescale 1ns / 1ps
module Multiplier(IN_A, IN_B, OUT);
input [7:0] IN_A, IN_B;
output [15:0] OUT;
assign OUT = ((IN_B[0] * IN_A)) + 
               ((IN_B[1] * IN_A) << 1) +
               ((IN_B[2] * IN_A) << 2) +
               ((IN_B[3] * IN_A) << 3) +
               ((IN_B[4] * IN_A) << 4) +
               ((IN_B[5] * IN_A) << 5) +
               ((IN_B[6] * IN_A) << 6) +
               ((IN_B[7] * IN_A) << 7);
endmodule
==> design/flow/run.sh <==
#!/bin/bash
# OpenROAD 26Q1-2900-gdf79404cd8, Yosys 0.63+post, stock flow scripts
make -C /OpenROAD-flow-scripts/flow DESIGN_CONFIG=/design/flow/config.mk WORK_HOME=/design/flow/orfs finish
==> design/flow/config.mk <==
export PLATFORM = sky130hd
export DESIGN_NAME = ALU
export DESIGN_NICKNAME = ALU
export VERILOG_FILES = /design/flow/design.v
export SDC_FILE = /design/flow/constraint.sdc
export NUM_CORES = 4
export LEC_CHECK = 1
export CORE_UTILIZATION = 50
==> design/flow/constraint.sdc <==
current_design ALU

set clk_period 20.6
set clk_io_pct 0.2

create_clock -name clk0 -period $clk_period [get_ports {CLK}]

set non_clock_inputs [all_inputs -no_clocks]
set_input_delay [expr $clk_period * $clk_io_pct] -clock clk0 $non_clock_inputs
set_output_delay [expr $clk_period * $clk_io_pct] -clock clk0 [all_outputs]
==> summary.txt <==
Physical implementation status

The run finished with clean final reports. The number of cells in Yosys stat stands at approximately 790. The smallest clock period supported by the final layout is computed as 15880 ps.

The synthesis warning total stands at 3. The cell count after synthesis came out at ~790. The synthesis-stage register bit count stands at 4. Yosys mapped a number of flops with a built-in enable equal to 0.

During placement, the flow inserted port buffers numbering approximately 95. The upper clock frequency limit stands at around 0.063 GHz. The placement stage leaves a total instance area of between 7000 and 8000 µm².

The final number of hold-violating endpoints stands at 0. The required time of the worst setup path stands at 16480 ps. The number of sinks driven by the clock tree stands at 4. After the flow finishes, the layout carries non-filler instances totaling between 1000 and 1500. Multiplexer cells account for between 10% and 20% of the synthesized area. Setup repair after global routing left no endpoint under its margin. The first global-routing pass estimated approximately 38000 µm of wire. The synthesized area divided by synthesized cell count stands at 7.964 µm².

The power density over the cells stands at between 60 and 70 nW/µm². The flow reports that combinational logic draws between 90 and 100% of the design power. During I/O placement, the number of pins put on the boundary was approximately 96. The latest clock arrival within the worst-skew pair stands at 220 ps.

The share of the core area taken by cells at floorplan is about 52%. The capture point of the worst register-to-register path is recorded as CONDITION_REG[1]$_DFFE_PN0P_. The count of maximum capacitance violations stands at 0. Looking at the clock tree report, the H-tree level count equals 1. The sum of net half-perimeters after detailed placement stands at roughly 20000 µm.

The area of the core stands at between 10000 and 15000 µm². Across every metal layer, demand over resource in global routing totals 41.00%. The tally of unique sky130hd cells used after synthesis stands at roughly 68.

In this run the deepest clock path goes through 2 buffers. On the critical path, the stage with the largest delay is an instance of sky130_fd_sc_hd__mux4_2. The adder-cell area share of the yosys netlist stands at between 20% and 30%. STA reports the tightest min-delay check as being of type flip-flop to flip-flop. The proportion of total power due to net switching stands at a little under three fifths.

The number of clock buffers inserted by TritonCTS stands at 3. The report puts the hold buffer count at CTS at 0. For the final database, setup skew stands at 0 ps.

The summed standard-cell area reported by yosys stands at between 6000 and 7000 µm². The worst setup path is captured at an output port. The count of placed standard cells including taps stands at between 1000 and 1500. Looking at hold timing, the worst path starts from CONDITION_REG[2]$_DFFE_PN0P_. The post-route cell area stands at ~7500 µm².

The synthesized-area fraction occupied by xor and xnor cells stands at 4.709%. In the hold report, the worst path ends at CONDITION_REG[2]$_DFFE_PN0P_. The share of power burned in registers stands at 1.9%.

Per STA, the library cell used most along the worst path is sky130_fd_sc_hd__fa_1. The setup slack of the most critical reg-to-reg path stands at 19790 ps. For the pin with the worst max-slew slack, the measured transition is about 900 ps. Summed over its instances, the top area cell type makes up 15.83% of the synthesized netlist area. The chip area stands at 13100 µm². The relative max-transition margin stands at between 30 and 40%. The tool warning count for the run is 27.

The standard-cell row count stands at approximately 40. STA classifies the critical path startpoint as an input pin. In this run the critical path is formed by clkdlybuf4s50_1 > buf_4 > mux4_2 > inv_2 > nor2_1 > fa_1 > fa_1 > fa_1 > fa_1 > ha_1 > a21o_1 > a21oi_1 > o21ai_0 > a2111oi_0 > or3_1 > o21a_1 > xnor2_1 > nand2_1 > a21oi_1 > clkdlybuf4s50_1. The number of nets with antenna violations after detailed routing stands at 0. The final number of max-transition violations stands at 0. In the post-synthesis netlist, the cell with the most instances is sky130_fd_sc_hd__inv_1. The register with the most flip-flops in the layout has 4 of them. Before any placement, the netlist area is recorded as ~6300 µm². The logic depth of the worst register-to-register path stands at 2.

The number of global-route vias before repair stands at about 6800. Post-CTS timing repair inserted 0 buffers for setup. The largest registers in the layout are CONDITION_REG: 4 flops.

The static leakage power stands at around 3.4 nW. Looking at the reg2reg group, the worst path starts from CONDITION_REG[1]$_DFFE_PN0P_. The number of cells traversed by the worst hold path stands at 2. Looking at the worst setup and hold paths, the clock pins of their registers show a slew of about 30 ps.

The post-detailed-route via-to-cell ratio stands at around 6.6. The detailed router placed roughly 7000 vias in this run. The final clock period utilization by the worst path stands at ~77%. For reference, the top cells by area after synthesis are sky130_fd_sc_hd__ha_1 16%, sky130_fd_sc_hd__fa_1 12%, sky130_fd_sc_hd__mux4_2 11%. Summing the areas of all and, or, nand and nor instances in the mapped netlist gives about 17% of the synthesized area.

Logged for this run, the post-placement worst setup slack is just under 5000 ps. The total wire length after detailed routing stands at roughly 25000 µm. For this sky-water flow run, the detailed-routed wirelength per cell is reported as 24.43 µm. The post-route setup TNS stands at 0 ps.

IR analysis of the VDD net gives a maximum drop of 0.00006092 V. The worst setup path is of the input pin to output port kind. The maximum fanout encountered on the critical timing path stands at 26. The complex-gate fraction of the synthesized area stands at about a fifth. Data arrives at the worst endpoint at between 10000 and 15000 ps. The initial antenna violation count was 1. TritonCTS built the clock tree.

The final report gives the core utilization as between 60% and 70%. RePlAce ended its routability-driven mode at a weighted congestion of roughly 1.1. Looking at the cell usage after synthesis, the top flip-flop cell is sky130_fd_sc_hd__dfrtp_1. Per the final layout report, the fraction of cells sized above drive strength 1 comes to about 8.4%. The pin count of the biggest net entering global routing stands at about 50. CONDITION_REG holds more flip-flops than any other register. The number of instances resized during post-cts repair stands at 0. The number of iterations in the first detailed-routing pass stands at 5. The critical path in the final layout is reported with a setup slack of roughly 4700 ps. For this design the total switching power over the nets is roughly 0.29 mW. In this run the clock root is driven by a sky130_fd_sc_hd__clkbuf_16. Summed over all instances, the cell type with the most area after synthesis is sky130_fd_sc_hd__ha_1. Yosys shows that the main logic family after synthesis is adder cells. For this run, design rule violations remaining after detail routing come to 0. For reference, the top cells by count after synthesis are 89 x sky130_fd_sc_hd__inv_1, 80 x sky130_fd_sc_hd__ha_1, 71 x sky130_fd_sc_hd__nor2_1. The largest single stage delay on the critical path is 830 ps.

Compared with the post-synthesis result, the final layout area differs by 18.12%. Per the synth stats, the proportion of register bits with asynchronous set or reset is 100.0%. The final setup violation count stands at 0. After the first detailed-routing iteration, the DRC count stood at 702. After global routing the overflow that remains totals 0. The sequential-to-total area share from yosys stat stands at 1.583%. The die span in y stands at around 110 µm. The internal portion of the total power is around 0.23 mW.

The horizontal die dimension reported for this design is 114.5 µm. The flow reports that the clock network draws 5.8% of the design power.
-- final cells by class --
class	instances	area, µm²
diodes	1	2.502
clock buffers	3	75.07
fillers	1018	4692
inverters	92	345.3
multi-input cells	661	5703
flip-flops and latches	4	100.1
well taps	168	210.2
repair buffers	106	1033
-- power groups by stage --
stage	Sequential, mW	Clock, mW	Combinational [mW]
finish	0.00994	0.0300	0.479
global route	0.0101	0.0308	0.526
CTS	0.00995	0.0299	0.474
-- stage by stage --
step	total power, mW	hold slack [ps]
after floorplan	0.3433	425.7
after global placement	0.4606	463.8
after detailed placement	0.4801	482.8
after CTS	0.5135	491.4
after global routing	0.5669	516.5
final	0.5191	489.1
-- critical path: cells and delay by family --
family          cells  cell delay [ps]
compound gates      6             1750
fa+ha+maj           5             2430
xor+xnor            1              190
mux                 1              830
simple gates        3              460
buf+inv             4             1970
-- metal layers --
layer / wire length (µm) / part of all wire [%] / track usage, % / up-vias
li1: - / - / - / 3052
met1: 9760 / 39 / 54.56 / 3195
met2: 10620 / 42 / 60.81 / 513
met3: 3391 / 13 / 14.83 / 120
met4: 1509 / 6.0 / 18.10 / 0
met5: 0 / 0 / 1.176 / -
-- cell usage in the layout, fill, tap and decap left out, types with 11 or more instances in the layout --
cell,count
sky130_fd_sc_hd__clkdlybuf4s50_1,95
sky130_fd_sc_hd__inv_1,89
sky130_fd_sc_hd__ha_1,80
sky130_fd_sc_hd__nor2_1,71
sky130_fd_sc_hd__nand2_1,66
sky130_fd_sc_hd__a21oi_1,43
sky130_fd_sc_hd__o21ai_0,40
sky130_fd_sc_hd__fa_1,39
sky130_fd_sc_hd__mux4_2,31
sky130_fd_sc_hd__mux2i_1,26
sky130_fd_sc_hd__nor3_1,24
sky130_fd_sc_hd__xnor2_1,22
sky130_fd_sc_hd__a21o_1,22
sky130_fd_sc_hd__mux2_2,15
sky130_fd_sc_hd__nand3_1,12
sky130_fd_sc_hd__a31oi_1,12
sky130_fd_sc_hd__xor2_1,12
sky130_fd_sc_hd__buf_4,11
-- how the worst max path moves through the flow --
stage,startpoint,endpoint,slack (ps),depth (start not counted)
4_1_cts,SELECT[0],OUT[15],4810,20
6_report,SELECT[0],OUT[15],4720,20
5_1_grt,SELECT[0],OUT[15],4380,20
-- cell families after synthesis --
group,count (synthesis)
compound gates,199
xor+xnor,34
fa+ha+maj,119
buf+inv,129
flops,4
mux,77
simple gates,232
Power figures rest on the tool's default switching activity, not on a simulated workload.
