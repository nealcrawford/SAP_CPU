==> design.v <==
`timescale 1ns / 1ps
module ProgramCounter(CLK, SLOW_CLOCK_STRB, ACLR_L, BRANCH, PC_COUNT, BRANCH_ADDRESS, PC_VAL);
input CLK, SLOW_CLOCK_STRB, ACLR_L, BRANCH, PC_COUNT;
input [7:0] BRANCH_ADDRESS;
output [7:0] PC_VAL;
reg [7:0] PC_VAL;
always @(posedge CLK, negedge ACLR_L)
    begin
        if (ACLR_L == 1'b0)
            PC_VAL <= 0;
        else if (SLOW_CLOCK_STRB == 1)
        begin
            if (PC_COUNT == 1'b1)
                PC_VAL <= PC_VAL + 1;
            else if (BRANCH == 1'b1)
                PC_VAL <= BRANCH_ADDRESS;
            else ;
        end
    end
endmodule
==> run.sh <==
#!/bin/bash
# OpenROAD 26Q1-2900-gdf79404cd8, Yosys 0.63+post, stock flow scripts
make -C /OpenROAD-flow-scripts/flow DESIGN_CONFIG=/design/flow/config.mk WORK_HOME=/design/flow/orfs finish
==> config.mk <==
export PLATFORM = sky130hd
export DESIGN_NAME = ProgramCounter
export DESIGN_NICKNAME = ProgramCounter
export VERILOG_FILES = /design/flow/design.v
export SDC_FILE = /design/flow/constraint.sdc
export NUM_CORES = 4
export LEC_CHECK = 1
export CORE_AREA = 10 10 70 70
export DIE_AREA = 0 0 80 80
==> constraint.sdc <==
current_design ProgramCounter

set clk_period 1.8
set clk_io_pct 0.2

create_clock -name clk0 -period $clk_period [get_ports {CLK}]

set non_clock_inputs [all_inputs -no_clocks]
set_input_delay [expr $clk_period * $clk_io_pct] -clock clk0 $non_clock_inputs
set_output_delay [expr $clk_period * $clk_io_pct] -clock clk0 [all_outputs]
==> changes_impl.md <==
## Implementation

* Top cell type by instance count after synthesis: sky130_fd_sc_hd__dfrtp_1
* Critical-path maximum fanout at 9
* Number of different library cells in the post-synthesis netlist at 27
* Share of Yosys cell area claimed by the top area cell type at 35.7%
* Number of endpoints failing setup at the final stage at 0
* Cell family contributing the most delay on the critical path: buffers and inverters
* Final Worst Setup Slack at 170 ps
* Type of destination of the critical path: primary output
* Critical setup path kind: reg -> out
* Buffer levels on the longest clock path at 2
* Unrepaired setup endpoints after global routing: false
* CTS tree: done
* Fin Setup TNS at 0 ps
* First-pass GRT wire length at 2600 um
* Worst Path Buf+Inv at 1
* Class of the tightest hold or removal check: in -> async
* First-iteration detailed-routing DRC count at 35
* Sequential area share after synthesis at 35.7%
* Static leakage power at 0.337 nW
* # DRC at 0
* Fraction of the cycle the final worst path needs at 90.5%
* Worst voltage drop across the vdd grid at 0.204 mV
* Top register by number of flip-flops: PC_VAL
* I/O pin count at 21
* Largest registers: PC_VAL x8
* Antenna diode count at 0
* Logic depth of the worst setup path including buffers at 1
* Layout Cells excl Fill at 129
* Number of global-route vias before repair at 546
* Share of layout cells above drive strength 1 at 9.64%
* Fraction of met3 tracks used by global routing at 3.41%
* Met2 Track Usage GR at 6.98%
* Area leader, netlist: sky130_fd_sc_hd__dfrtp_1
* Number of flip-flops and latches in the synthesized netlist at 8
* Reg-to-reg setup timing slack at 490 ps
* Slowest stage cell on the critical path: sky130_fd_sc_hd__clkdlybuf4s50_1
* Yosys stat chip area at 561 um^2
* Power density over the cells at 766 mW/mm^2
* Area Growth Syn to Fin at 49.6%
* Relative max-transition margin at 73.0%
* CORE AREA at 0.00342 mm^2
* Number of cell rows at 21
* Remaining antenna violation count after routing at 0
* Post-CTS Repair Setup Buffers at 0
* Pin slew with the least headroom to its limit at 404 ps
* Peak per-stage delay on the critical path at 520 ps
* Tally of yosys warning messages at 1
* Vias at 537
* Most frequent cells after synthesis: 8 x sky130_fd_sc_hd__dfrtp_1, 5 x sky130_fd_sc_hd__nand2_1, 5 x sky130_fd_sc_hd__nand3_1
* Height of the die at 80 um
* Die W at 80 um
* Pin count of the biggest net entering global routing at 12
* Synth Instances at 61
* DRT Wirelength at 1590 um
* Type of origin of the critical path: flop
* Global route overflow at 0
* Async set-or-reset flop fraction in the synthesized netlist at 100%
* Number of OpenROAD warnings at 25
* CP cell instances: clkdlybuf4s50_1
* Commonest flop: sky130_fd_sc_hd__dfrtp_1
* Post-CTS clock slew at the launch and capture registers of the worst setup and hold paths at 60 ps
* Number of cell instances after yosys synthesis at 61
* Number of max-slew violations in the final report at 0
* Final standard cell utilization of the core at 24.5%
* Post-Synthesis Cell Area at 561 um^2
* Total die area at 0.00640 mm^2
* Library cell used as clock root buffer: sky130_fd_sc_hd__clkbuf_4
* Number of antenna violations at the first check in global routing at 0
* Worst Path Required at 1440 ps
* Post-Syn Area per Cell at 9.19 um^2
* Deepest level of the CTS H-tree at 1
* Worst reg2reg path startpoint: PC_VAL[0]$_DFFE_PN0P_
* Run status: finished clean
* Routed wire length per instance at 12.4 um
* Hold buffer count at cts at 0
* Total clock buffers created by CTS at 3
* Worst clock skew on the final layout at 11.2 ps
* HPWL Detailed at 1240 um
* Timing-limited maximum frequency at 614 MHz
* Critical Path AT at 1270 ps
* Busiest layer in global routing: met2
* Number of resized instances in the post-cts repair step at 0
* Smallest hold slack at 389 ps
* Top area cell types: sky130_fd_sc_hd__dfrtp_1 36%, sky130_fd_sc_hd__o22a_1 6.3%, sky130_fd_sc_hd__mux2i_1 5.4%
* Min Clock Period, post-route at 1630 ps
* Clk sink count at 8
* Worst r2r path cells at 4
* RD Place Congestion at 0.836
* Clock latency at the later pin of the worst-skew pair at 250 ps
* Global router's overall resource usage at 5.10%
* Core Density at Floorplan at 16.4%
* Final Hold Violating Endpoints at 0
* Number of detailed-route iterations in the first pass at 4
* Vias per std cell at 4.16
* RR Endpoint: PC_VAL[4]$_DFFE_PN0P_
* Max Cap Violations at 0
* Worst setup slack after placement at 112 ps
* Placed cells at 126
* Count of buffers from port buffering at 20
* Met1 track utilization from global routing at 6.75%
* Number of flip-flops in the largest register at 8
* Count of flip-flops with a built-in enable after synthesis at 0
-- report_power, final --
group          leakage (nW)  internal, W  switching [W]
registers            0.0945     0.000218      0.0000617
clock network        0.0138    0.0000763      0.0000606
logic                 0.228     0.000151      0.0000753
total                 0.337     0.000445       0.000198
-- worst max path at each step --
stage / from / to
CTS: PC_VAL[3]$_DFFE_PN0P_ / PC_VAL[3]
global route: PC_VAL[2]$_DFFE_PN0P_ / PC_VAL[2]
finish: PC_VAL[2]$_DFFE_PN0P_ / PC_VAL[2]
-- through the flow --
step	total power, W	cell area, um^2
2_1_floorplan	0.000378	561
3_3_place_gp	0.000507	816
3_5_place_dp	0.000511	816
4_1_cts	0.000653	838
5_1_grt	0.000696	838
6_report	0.000642	838
-- layout make-up --
cell class | count | area (um^2)
fillers | 366 | 2580
clock buffers | 3 | 22.5
flip-flops and latches | 8 | 200
well taps | 46 | 57.6
multi-input cells | 47 | 328
inverters | 2 | 7.51
repair buffers | 23 | 223
-- kinds of logic after synthesis --
group	count (synthesis)	synth area share, %
and+or+nand+nor	25	26.8
AOI/OAI and AO/OA	18	24.1
DFF	8	35.7
buffers and inverters	6	5.80
muxes	3	5.36
adders and majority gates	1	2.23
-- routing by layer --
layer,vias to the layer above,part of all wire (%)
met1,248,46
li1,274,-
met5,-,0
met2,15,42
met4,0,0
met3,0,12
-- cell usage in the layout, fill, tap and decap left out, types with 2 or more instances in the layout --
| cell | count |
|---|---|
| sky130_fd_sc_hd__o211ai_1 | 2 |
| sky130_fd_sc_hd__clkbuf_4 | 3 |
| sky130_fd_sc_hd__buf_4 | 3 |
| sky130_fd_sc_hd__clkdlybuf4s50_1 | 20 |
| sky130_fd_sc_hd__and4b_1 | 2 |
| sky130_fd_sc_hd__dfrtp_1 | 8 |
| sky130_fd_sc_hd__nand3b_1 | 3 |
| sky130_fd_sc_hd__mux2i_1 | 3 |
| sky130_fd_sc_hd__inv_1 | 2 |
| sky130_fd_sc_hd__nand3_1 | 5 |
| sky130_fd_sc_hd__a21oi_1 | 4 |
| sky130_fd_sc_hd__or3_1 | 2 |
| sky130_fd_sc_hd__nand2_1 | 5 |
| sky130_fd_sc_hd__nor2_1 | 2 |
| sky130_fd_sc_hd__o22a_1 | 4 |
| sky130_fd_sc_hd__o21ai_1 | 3 |
Power is estimated from default activity; no workload was simulated.
