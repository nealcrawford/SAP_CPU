File: /design/flow/design.v
`timescale 1ns / 1ps
module Register(CLK, SLOW_CLOCK_STRB, ACLR_L, IN, OUT, IN_EN, MOV_EN);
input CLK, SLOW_CLOCK_STRB, ACLR_L, IN_EN, MOV_EN;
input [15:0] IN;
output [15:0] OUT;
reg [15:0] q_i;
always @(posedge CLK, negedge ACLR_L)
    begin
        if (ACLR_L == 1'b0)
            q_i <= 16'h0000;
        else if (SLOW_CLOCK_STRB == 1)
        begin
            if (IN_EN == 1'b1)
                q_i <= IN;
            else if (MOV_EN == 1'b1)
                q_i <= IN[7:0];
            else ;
        end
    end
assign OUT = q_i;
endmodule
File: /design/flow/run.sh
#!/bin/bash
# OpenROAD 26Q1-2900-gdf79404cd8, Yosys 0.63+post, stock flow scripts
make -C /OpenROAD-flow-scripts/flow DESIGN_CONFIG=/design/flow/config.mk WORK_HOME=/design/flow/orfs finish
File: /design/flow/config.mk
export PLATFORM = sky130hd
export DESIGN_NAME = Register
export DESIGN_NICKNAME = Register
export VERILOG_FILES = /design/flow/design.v
export SDC_FILE = /design/flow/constraint.sdc
export NUM_CORES = 4
export LEC_CHECK = 1
export CORE_AREA = 10 10 70 70
export DIE_AREA = 0 0 80 80
File: /design/flow/constraint.sdc
current_design Register

set clk_period 1.2
set clk_io_pct 0.2

create_clock -name clk0 -period $clk_period [get_ports {CLK}]

set non_clock_inputs [all_inputs -no_clocks]
set_input_delay [expr $clk_period * $clk_io_pct] -clock clk0 $non_clock_inputs
set_output_delay [expr $clk_period * $clk_io_pct] -clock clk0 [all_outputs]
==> impl_metrics.csv <==
group,metric,value,unit
synth,yosysWarnings,1,
clock_network,htreeDepth,1,
synth,yosysSeqAreaShare,65.4,%
finish,largest_register_ffs,16,
final_timing,setup_viol,0,
die,die_area,6400,sq um
die,dieWidth,80,microns
global_route,grt_antenna_before_repair,0,
synth,netlist_area,612,sq um
synth,synth_flops,16,
place,io_buffer_count,36,
clock_network,cts_buffer_depth,2,
die,dieHeight,80,microns
finish,drive_gt1_share,31.0,%
synth,yosysUniqueCellTypes,8,
outcome,status,"completed",
final_timing,final.setup.worst_slack,0.0118,ns
final_timing,slew_headroom,86.0,%
job,warnings,25,
final_timing,worst_clock_skew,0,ns
global_route,grt_pass1_wl,2.69,mm
final_timing,final_hold_viol_count,0,
synth,adder_share,0,%
final_timing,slew_violations,0,
global_route,grt_pass1_vias,556,
final_timing,period_used_share,99.0,%
clock_network,clkTransAtPathRegs,0.09,ns
clock_network,cts_root_buf,"clkbuf_4",
synth,ys_sh_simple,1.23,%
worst_setup_path,crit_path_max_incr_delay,0.44,ns
clock_network,clock-sinks,16,
place,place_area,1060,sq um
worst_setup_path,endpoint_kind,"flop",
global_route,grt_max_degree,17,
worst_setup_path,crit_slowest_cell,"clkdlybuf4s50_1",
worst_hold_path,hp-class,"in -> async",
final_timing,finalSetupTns,0,ns
worst_setup_path,crit_type,"in -> reg",
clock_network,cts_inserted_buffers,3,
place,gp_congestion,0.695,
worst_setup_path,crit_fanout,6,
job,cap_violations,0,
global_route,grt_usage,5.24,%
pwr,p_total,1.30,mW
pwr,leakagePower,0.523,nW
route,drtAntennaViolNets,0,
worst_setup_path,crit_required,1.38,ns
clock_network,cts_tree,"built",
clock_network,ctsHoldBuffers,0,
place,place_ws,-0.337,ns
place,dp_hpwl,1.30,mm
die,fp_util,17.9,%
clock_network,clkLatencyLatePin,0.28,ns
finish,top_register,"q_i",
pwr,power_density,1120,nW/um^2
finish,final_area,1160,sq um
finish,syn_to_final_growth,89.0,%
finish,reg_top3,"q_i (16)",
die,rows,21,
worst_setup_path,critical_path_arrival,1.36,ns
die,ios,37,
worst_setup_path,worstPathCellList,"clkdlybuf4s50_1 > o21ai_4 > buf_12 > mux2_2",
synth,ys_sh_aoi,14.1,%
synth,mux_share,16.0,%
die,core,3420,sq um
final_timing,fmax,0.842,GHz
synth,netlist_instances,36,
route,drt_wl_total,1.69,mm
finish,comb_area,191,sq um
synth,xor_share,0,%
synth,synth_area_per_cell,17.0,sq um
route,antenna_cells,0,
finish,regArea,400,sq um
global_route,grt_overflow,0,
finish,nFillCells,347,
route,drt-wirelength-per-cell,12.7,microns
final_timing,fin_crit,1.19,ns
synth,ys_cells,36,
synth,top_logic_kind,"multiplexers",
worst_setup_path,start_kind,"primary input",
route,drtIter0Drc,17,
route,dr.pass1.iters,4,
final_timing,tightest_slew,0.210,ns
pwr,ir_worst_vdd,735,uV
route,drc,0,
route,via_per_inst,3.78,
route,via_count,503,
synth,yosys_area,612,sq um
-- metrics by stage --
stage                     hold slack (ns)  std cells  util, %
after detailed placement            0.482        121     31.0
after floorplan                   -0.0556         36        -
after CTS                           0.261        129     32.4
after global placement              0.483        121     31.0
after global routing                0.264        133     33.8
final                               0.273        133     33.8
-- power by group --
group	leakage (nW)	internal, mW	switching (mW)
combinational	0.306	0.239	0.0769
sequential	0.196	0.602	0.0302
clock	0.0210	0.185	0.167
total	0.523	1.03	0.274
-- cell families after synthesis --
family                 after synthesis
AOI/OAI and AO/OA                    9
muxes                                8
DFF                                 16
and+or+nand+nor                      1
buffers and inverters                2
-- layout make-up --
cell class              instances  share of cell area, %
well taps                      46                   4.98
flip-flops and latches         16                   34.6
multi-input cells              18                   16.6
clock buffers                   4                   3.14
repair buffers                 49                   40.7
-- cells in the final DEF, fill, tap and decap left out, drive strengths merged --
cell type	netlist	routed
clkdlybuf4s15	0	13
o21ai	1	1
clkbuf	0	4
a22o	8	8
mux2	8	8
buf	2	13
dfrtp	16	16
dlygate4sd2	0	3
and2	1	1
clkdlybuf4s50	0	20
-- worst max-delay path: cells and delay by family --
family                 cells  cell delay, ns
AND-OR/OR-AND              1            0.22
buffers and inverters      2            0.58
multiplexers               1            0.32
-- Yosys cell counts --
master    n  share of area [%]
a22o_1    8                 11
and2_2    1                1.2
buf_2     1               0.82
buf_8     1                2.5
dfrtp_1  16                 65
mux2_2    6                 11
mux2_4    2                4.9
o21ai_4   1                2.7
-- what timing repair did --
| action | in CTS | in global routing |
|---|---|---|
| setup endpoints to repair | 18 | 16 |
| setup buffers | 4 | 4 |
| gates resized | 16 | 14 |
| pin swaps | 1 | 0 |
-- metal layers --
metal  up-vias  routed length [microns]  GRT usage [%]
met5         -                        0              0
met4         0                        0          0.352
met3         0                      269           3.75
met2        29                      701           7.46
met1       240                      717           6.59
li1        234                        -              -
-- path summary, 6_finish.rpt --
check                        start       to  slack [ns]  cells past startpoint
min in group clk0           q_i[8]   q_i[8]        0.50                      1
setup reg to reg           q_i[12]  q_i[12]        0.27                      3
max in group asynchronous   ACLR_L  q_i[11]        0.74                      2
setup / recovery            MOV_EN   q_i[4]        0.01                      4
hold reg to reg             q_i[8]   q_i[8]        0.50                      1
hold / removal              ACLR_L  q_i[10]        0.27                      2
No activity file was given, so power comes from the tool's default toggle rates.
